File: flow/config.mk
export PLATFORM = sky130hd
export DESIGN_NAME = top_module
export DESIGN_NICKNAME = top_module
export VERILOG_FILES = /design/flow/design.v
export SDC_FILE = /design/flow/constraint.sdc
export NUM_CORES = 4
export LEC_CHECK = 1
export CORE_UTILIZATION = 40
File: flow/constraint.sdc
current_design top_module

set clk_period 14.1
set clk_io_pct 0.2

create_clock -name clk0 -period $clk_period [get_ports {clk}]

set non_clock_inputs [all_inputs -no_clocks]
set_input_delay [expr $clk_period * $clk_io_pct] -clock clk0 $non_clock_inputs
set_output_delay [expr $clk_period * $clk_io_pct] -clock clk0 [all_outputs]
File: flow/design.v
`timescale 1ns / 1ps
module top_module(
    input wire clk,
    input wire rst,
    input wire SWr,
    input wire Sig,     
    input wire Wr,      
    output wire [7:0] RR_int_ms,
    output wire [7:0] HIGH,
    output wire [7:0] NORMAL,
    output wire [7:0] LOW,
    output wire VT,     
    output wire VF      
);
    localparam integer WINDOW_SIZE = 8;
    localparam [7:0] VT_THRESHOLD = 8'd40;         
    localparam [7:0] VF_VARIABILITY = 8'd40;       
    localparam [7:0] VF_RATE_THRESHOLD = 8'd60;    
    localparam integer VT_CONSEC_COUNT = 4;        
    reg swr_reg;
    reg sig_reg, sig_reg_d1;
    reg wr_reg;
    wire sig_posedge;
    assign sig_posedge = sig_reg & ~sig_reg_d1;
    always @(posedge clk or posedge rst) begin
        if (rst) begin
            swr_reg <= 1'b0;
            sig_reg <= 1'b0;
            sig_reg_d1 <= 1'b0;
            wr_reg <= 1'b0;
        end else begin
            swr_reg <= SWr;
            sig_reg <= Sig;
            sig_reg_d1 <= sig_reg;
            wr_reg <= Wr;
        end
    end
    reg [7:0] interval_counter;
    reg [7:0] captured_interval;
    always @(posedge clk or posedge rst) begin
        if (rst) begin
            interval_counter <= 8'b0;
            captured_interval <= 8'b0;
        end else begin
            if (sig_posedge) begin
                captured_interval <= interval_counter;
                interval_counter <= 8'b1;  
            end else begin
                interval_counter <= interval_counter + 1'b1;
            end
        end
    end
    reg [7:0] rr_window [0:WINDOW_SIZE-1];
    integer i;
    always @(posedge clk or posedge rst) begin
        if (rst) begin
            for (i = 0; i < WINDOW_SIZE; i = i + 1) rr_window[i] <= 8'b0;
        end else if (sig_posedge) begin
            for (i = WINDOW_SIZE-1; i > 0; i = i - 1) begin
                rr_window[i] <= rr_window[i-1];
            end
            rr_window[0] <= captured_interval;
        end
    end
    reg [7:0] consec_short;
    reg vt_flag;
    always @(posedge clk or posedge rst) begin
        if (rst) begin
            consec_short <= 8'b0;
            vt_flag <= 1'b0;
        end else if (sig_posedge) begin
            if (captured_interval < VT_THRESHOLD) begin
                consec_short <= consec_short + 1'b1;
            end else begin
                consec_short <= 8'b0;
            end
            if (consec_short + 1 >= VT_CONSEC_COUNT && captured_interval < VT_THRESHOLD) begin
                vt_flag <= 1'b1;
            end else begin
                if (captured_interval >= VT_THRESHOLD)
                    vt_flag <= 1'b0;
            end
        end
    end
    reg [7:0] max_rr, min_rr;
    reg [15:0] sum_rr;  
    reg vf_flag;
    always @(posedge clk or posedge rst) begin
        if (rst) begin
            max_rr <= 8'd0;
            min_rr <= 8'd255;
            sum_rr <= 16'd0;
            vf_flag <= 1'b0;
        end else if (sig_posedge) begin
            max_rr <= rr_window[0];
            min_rr <= rr_window[0];
            sum_rr <= 16'd0;
            for (i = 0; i < WINDOW_SIZE; i = i + 1) begin
                if (rr_window[i] > max_rr) max_rr <= rr_window[i];
                if (rr_window[i] < min_rr) min_rr <= rr_window[i];
                sum_rr <= sum_rr + rr_window[i];
            end
            if ((max_rr - min_rr) > VF_VARIABILITY) begin
                if ((sum_rr >> 3) < VF_RATE_THRESHOLD) begin
                    vf_flag <= 1'b1;
                end else begin
                    vf_flag <= 1'b0;
                end
            end else begin
                vf_flag <= 1'b0;
            end
        end
    end
    reg [7:0] max_reg;
    reg [7:0] high_out, normal_out, low_out;
    localparam [7:0] INIT_MAX = 8'd1;
    always @(posedge clk or posedge rst) begin
        if (rst) begin
            max_reg <= INIT_MAX;
            high_out <= 8'b0;
            normal_out <= 8'b0;
            low_out <= 8'b0;
        end else begin
            if (wr_reg && captured_interval > max_reg) max_reg <= captured_interval;
            if (sig_posedge && captured_interval > 0) begin
                if (captured_interval >= (max_reg - (max_reg >> 2))) begin
                    high_out <= captured_interval;
                    normal_out <= 8'b0;
                    low_out <= 8'b0;
                end else if (captured_interval > (max_reg >> 2)) begin
                    high_out <= 8'b0;
                    normal_out <= captured_interval;
                    low_out <= 8'b0;
                end else begin
                    high_out <= 8'b0;
                    normal_out <= 8'b0;
                    low_out <= captured_interval;
                end
            end
        end
    end
    assign RR_int_ms = captured_interval;
    assign HIGH = high_out;
    assign NORMAL = normal_out;
    assign LOW = low_out;
    assign VT = vt_flag;
    assign VF = vf_flag;
endmodule
File: flow/run.sh
#!/bin/bash
# OpenROAD 26Q1-2900-gdf79404cd8, Yosys 0.63+post, stock flow scripts
make -C /OpenROAD-flow-scripts/flow DESIGN_CONFIG=/design/flow/config.mk WORK_HOME=/design/flow/orfs finish
==> deck_impl_summary.md <==
Implementation Results

Synthesis
  – Mapped Avg Cell Area: 8.990 sq um
  – Yosys aoi share: 20.16%
  – Top logic family: AND-OR/OR-AND gates
  – Simple-Gate Area Share: 17.18%
  – Ys cells: 1195
  – Yosys chip area: 10740 sq um
  – Synth Cell Area: 10740 sq um
  – Distinct lib cells used: 60
  – Cells after Synth: 1195
  – Post-synth EDFFs: 0
  – Adder Area Share: 18.03%
  – Most common reg cell: dfrtp_1
  – Post-synth seq share: 36.68%
  – Fraction of registers with async set/reset: 100.0%
  – Yosys reg bits: 157
  – Yosys xor share: 2.201%
  – Synth mux share: 2.341%
  – Yosys Warn Count: 2

Run status
  – Status: finished clean

Critical path
  – CP required: 11.28 ns
  – CP startpoint: captured_interval[4]
  – CP Max Fanout: 12
  – Arr. time, crit path: 1.73 ns
  – Slowest cell on the critical path: dfrtp_1
  – Top delay family on crit path: flip-flops
  – Cell Chain, Critical Path: clkdlybuf4s50_1
  – Crit. End Element: output pin
  – Crit path largest cell delay: 0.73 ns
  – Critical path class: reg2out
  – R2R Path Start: max_rr[1]
  – Startpoint types: register
  – CP bufs+invs: 1
  – FF-to-FF End: max_rr[3]
  – R2R depth: 9
  – Worst reg2reg setup slack: 10.55 ns

Placed design
  – Port bufs: 37
  – GPL Wtd Cong: 0.8866
  – Post-detail-place hpwl: 19.89 mm

Clock network
  – Post-CTS Setup Bufs: 0
  – Hold buffers post-CTS: 0
  – Maximum clock path buffer count: 2
  – CTS Buf Count: 17
  – Clock Pin Slew Worst Setup and Hold Paths: 0.08 ns
  – Clock root buffer: clkbuf_16
  – CTS tree: done
  – # resized after CTS: 0
  – Clk ins delay skew pair: 0.44 ns
  – Clock Sinks: 157
  – CTS HTree Levels: 4

Pwr
  – P_sw: 1.223 mW
  – Leak: 5.680 nW
  – Sw Ratio: 46.72%
  – Design Power: 2.618 mW
  – Seq pwr share: 25.2%
  – Internal power: 1.395 mW
  – Power per Cell Area: 216.8 nW/um^2
  – Maximum vdd drop: 0.0001136 V
  – Clk pwr share: 18.0%
  – Part of the power in combinational logic: 56.8%

Final timing
  – Tmin final: 4.553 ns
  – Final setup vio count: 0
  – Worst Skew: 0.01685 ns
  – Fin. Hold Viols: 0
  – Max-slew violation count: 0
  – RSZ-0062 raised after global routing: no
  – Maximum clock frequency: 219.6 MHz
  – Relative slew slack: 37.04%
  – Setup TNS: 0 ns
  – Slew at the pin closest to its max-slew limit: 0.9423 ns
  – Post-layout period usage: 32.29%

Die
  – FP Core Util: 40.99%
  – Core area: 26210 sq um
  – Die Ht: 165.9 um
  – Die span in x: 165.9 um
  – IO Pins: 39
  – Chip area: 27520 sq um
  – Row count: 59

Finish
  – Largest regs: rr_window (64), sum_rr (16)
  – Max reg flops: 64
  – # fillers: 2426
  – Share of cells above drive strength 1: 5.524%
  – Area Overhead vs Synth: 12.44%
  – Largest Register: rr_window

Global routing
  – Grt ovf: 0
  – Global Route Usage Sum: 21.90%
  – First-pass GRT wire length: 46.62 mm
  – Largest net degree at the start of global routing: 74
  – Initial antenna violation count: 0
  – Vias in the first global route: 8613

Detailed routing
  – Diodes inserted: 0
  – Drt total wl: 28.29 mm
  – 1st-iter DRT viols: 570
  – DRT Pass-1 Iters: 5
  – Via density: 5.655
  – Vias: 8856
  – Wire length per cell: 18.07 um
  – Residual DRC: 0
  – Post-DRT Antenna Nets: 0

Min path
  – Hold Path Depth: 1
  – Min-Delay Path Class: reg2reg
  – Hold path endpoint: sum_rr[15]
  – Hold Crit Start: sum_rr[15]

Job
  – Tool warnings: 26
  – Max cap viols: 0
==> final cells by class <==
class                   instances  area (sq um)  share of cell area [%]
clock buffers                  17         425.4                   3.522
repair buffers                 47         445.4                   3.688
well taps                     335         419.2                   3.470
multi-input cells             941          6451                   53.41
clock inverters                15         190.2                   1.574
inverters                      54         207.7                   1.719
flip-flops and latches        157          3940                   32.62
==> layout by cell type (no fill, tap or decap), types with 4 or more instances in the layout <==
master	netlist	layout
nand2_1	247	247
ha_1	150	150
dfrtp_1	148	148
o21ai_0	90	90
a21oi_1	58	58
inv_1	54	53
nor2_1	52	52
clkdlybuf4s50_1	0	37
nand3_1	31	31
a32o_1	26	26
o221ai_1	21	21
nor2b_1	18	17
nand4_1	17	17
clkbuf_16	0	17
mux2i_1	15	15
xnor2_1	14	14
xor2_1	13	13
a211oi_1	13	13
nand2b_1	13	12
nor3_1	11	11
a211o_1	11	11
o22ai_1	11	11
a21o_1	10	10
and2_1	10	10
buf_4	0	10
a2111oi_0	9	9
mux2_2	9	9
dfstp_2	9	9
o21bai_1	8	8
a22o_1	8	8
o21a_1	7	7
a22oi_1	7	7
a2bb2oi_1	7	7
o211ai_1	6	6
clkinv_8	0	6
o31ai_1	4	4
and3_1	4	4
nor4_1	4	4
==> metal layers <==
metal	up-vias	GRT usage (%)	share of wire [%]
met5	-	0	0
met4	0	2.885	1.3
met3	23	4.200	4.9
met2	182	33.59	46
met1	4271	34.01	48
li1	4380	-	-
==> Yosys cell counts (4+ instances only) <==
library cell | instances | area [sq um]
a21o_1 | 10 | 75.07
a2bb2oi_1 | 7 | 61.31
a211o_1 | 11 | 96.34
o21bai_1 | 8 | 60.06
o21a_1 | 7 | 52.55
a21oi_1 | 58 | 290.3
a211oi_1 | 13 | 97.59
and3_1 | 4 | 25.02
dfstp_2 | 9 | 236.5
ha_1 | 150 | 1877
nand2b_1 | 13 | 81.33
o211ai_1 | 6 | 45.04
clkbuf_1 | 34 | 127.6
xnor2_1 | 14 | 122.6
nand4_1 | 17 | 106.4
nor4_1 | 4 | 25.02
buf_1 | 7 | 26.28
mux2_2 | 9 | 101.4
xor2_1 | 13 | 113.9
o22ai_1 | 11 | 68.82
a32o_1 | 26 | 260.3
dfrtp_1 | 148 | 3704
and2_1 | 10 | 62.56
o221ai_1 | 21 | 183.9
a2111oi_0 | 9 | 78.83
o31ai_1 | 4 | 30.03
mux2i_1 | 15 | 150.1
nor2b_1 | 18 | 112.6
o21ai_0 | 90 | 450.4
a22o_1 | 8 | 70.07
nor2_1 | 52 | 195.2
inv_1 | 54 | 202.7
a22oi_1 | 7 | 52.55
nand3_1 | 31 | 155.2
nor3_1 | 11 | 55.05
nand2_1 | 247 | 927.1
==> per-stage QoR <==
step	hold WS [ns]	utilization, %	cells	cell area (sq um)	setup slack [ns]
final	0.4693	46.09	1566	12080	9.547
after global routing	0.4813	46.09	1566	12080	9.454
after global placement	0.4595	43.74	1534	11460	9.614
after floorplan	0.3677	-	1195	10740	7.060
after CTS	0.4739	46.09	1566	12080	9.513
after detailed placement	0.4586	43.74	1534	11460	9.617
==> kinds of logic after synthesis <==
kind of cell	after synthesis
and+or+nand+nor	420
adders and majority gates	153
xor gates and xnor gates	27
muxes	24
AOI/OAI and AO/OA	317
buffers and inverters	97
DFF	157
==> worst max path at each step <==
stage                 depth (start not counted)            to  slack (ns)
after global routing                          1  RR_int_ms[4]        9.45
final                                         1  RR_int_ms[4]        9.55
after CTS                                     1  RR_int_ms[4]        9.51
==> power groups by stage <==
stage	logic, mW	clock network [mW]	registers (mW)
finish	1.49	0.472	0.659
global route	1.66	0.503	0.676
CTS	1.47	0.483	0.660
Power figures rest on the tool's default switching activity, not on a simulated workload.
